$ cat flow/config.mk
export PLATFORM = sky130hd
export DESIGN_NAME = digital_tube_counter
export DESIGN_NICKNAME = digital_tube_counter
export VERILOG_FILES = /design/flow/design.v
export SDC_FILE = /design/flow/constraint.sdc
export NUM_CORES = 4
export LEC_CHECK = 1
export CORE_UTILIZATION = 30
$ cat flow/constraint.sdc
current_design digital_tube_counter

set clk_period 3.0
set clk_io_pct 0.2

create_clock -name clk0 -period $clk_period [get_ports {clk}]

set non_clock_inputs [all_inputs -no_clocks]
set_input_delay [expr $clk_period * $clk_io_pct] -clock clk0 $non_clock_inputs
set_output_delay [expr $clk_period * $clk_io_pct] -clock clk0 [all_outputs]
$ cat flow/design.v
module bcd_counter
(
    input clk,
    input reset,
    input enable,
    output [3:0] o_q
);
reg [3:0] r_q = 4'b0;
always @ (posedge clk or posedge reset) begin
    if (reset)
        r_q <= 4'b0;
    else
        if (enable)
            r_q <= (r_q == 4'd9) ? 4'd0 : r_q + 1'b1;
end
assign o_q = r_q;
endmodule
module digital_tube_counter
(
    input clk,   
    input reset,   
    output o_digit_sel,   
    output [6:0] o_digit_pins   
);
reg r_digit_sel = 1'b0;
reg [6:0] r_digit_pins = 7'b1111111;
reg clk_1hz = 1'b0;
reg [31:0] counter_clk_1hz = 32'b0;
localparam COUNTER_CLK_1HZ_MAX = 24_999_999;
wire [3:0] digit_ones;
wire [3:0] digit_tens;
wire enable_tens;
reg clk_1k = 1'b0;
reg [23:0] counter_clk_1k = 24'b0;
localparam COUNTER_CLK_1K_MAX = 24_999;
localparam DIGIT_NUM0 = 7'b1000000;
localparam DIGIT_NUM1 = 7'b1111001;
localparam DIGIT_NUM2 = 7'b0100100;
localparam DIGIT_NUM3 = 7'b0110000;
localparam DIGIT_NUM4 = 7'b0011001;
localparam DIGIT_NUM5 = 7'b0010010;
localparam DIGIT_NUM6 = 7'b0000010;
localparam DIGIT_NUM7 = 7'b1111000;
localparam DIGIT_NUM8 = 7'b0000000;
localparam DIGIT_NUM9 = 7'b0010000;
always @ (posedge clk or posedge reset) begin
    if (reset)
        clk_1hz = 1'b0;
    else begin
        if (counter_clk_1hz < COUNTER_CLK_1HZ_MAX)
            counter_clk_1hz <= counter_clk_1hz + 1'b1;
        else begin
            counter_clk_1hz <= 32'b0;
            clk_1hz <= ~clk_1hz;
        end
    end
end
always @ (posedge clk) begin
    if (counter_clk_1k < COUNTER_CLK_1K_MAX)
        counter_clk_1k <= counter_clk_1k + 1'b1;
    else begin
        counter_clk_1k <= 24'b0;
        clk_1k <= ~clk_1k;
    end
end
bcd_counter u_digit_ones ( clk_1hz, reset, 1'b1, digit_ones[3:0] );
bcd_counter u_digit_tens ( clk_1hz, reset, enable_tens, digit_tens[3:0] );
assign enable_tens = (digit_ones[3:0] == 4'd9);
always @ (posedge clk_1k) begin
    r_digit_sel <= ~r_digit_sel;
end
always @ (posedge clk_1k) begin
    if (r_digit_sel) begin
        case (digit_tens)
            4'd0: r_digit_pins <= DIGIT_NUM0;
            4'd1: r_digit_pins <= DIGIT_NUM1;
            4'd2: r_digit_pins <= DIGIT_NUM2;
            4'd3: r_digit_pins <= DIGIT_NUM3;
            4'd4: r_digit_pins <= DIGIT_NUM4;
            4'd5: r_digit_pins <= DIGIT_NUM5;
            4'd6: r_digit_pins <= DIGIT_NUM6;
            4'd7: r_digit_pins <= DIGIT_NUM7;
            4'd8: r_digit_pins <= DIGIT_NUM8;
            4'd9: r_digit_pins <= DIGIT_NUM9;
            default: r_digit_pins <= 7'b1111111;
        endcase
    end
    else begin
        case (digit_ones) 
            4'd0: r_digit_pins <= DIGIT_NUM0;
            4'd1: r_digit_pins <= DIGIT_NUM1;
            4'd2: r_digit_pins <= DIGIT_NUM2;
            4'd3: r_digit_pins <= DIGIT_NUM3;
            4'd4: r_digit_pins <= DIGIT_NUM4;
            4'd5: r_digit_pins <= DIGIT_NUM5;
            4'd6: r_digit_pins <= DIGIT_NUM6;
            4'd7: r_digit_pins <= DIGIT_NUM7;
            4'd8: r_digit_pins <= DIGIT_NUM8;
            4'd9: r_digit_pins <= DIGIT_NUM9;
            default: r_digit_pins <= 7'b1111111;
        endcase
    end
end
assign o_digit_pins = r_digit_pins;
assign o_digit_sel = r_digit_sel;
endmodule
$ cat flow/run.sh
#!/bin/bash
# OpenROAD 26Q1-2900-gdf79404cd8, Yosys 0.63+post, stock flow scripts
make -C /OpenROAD-flow-scripts/flow DESIGN_CONFIG=/design/flow/config.mk WORK_HOME=/design/flow/orfs finish
==> impl_metrics.yaml <==
# synthesis and place-and-route metrics
grt:
  grt_pass1_vias: 2264
  top_usage_layer: "met1"
  grt_use_met2_pct: 14.3
  grt_pass1_wl_um: 10100
  antenna_found_initial: 0
  overflow: 0
  grtUsageMet1_pct: 16.1
  grt_max_degree: 42
  met3_usage_pct: 2.24
  grt_usage_pct: 9.98
power_and_ir_drop:
  ir_drop_uv: 230
  power_leakage_nw: 1.41
  cellPowerDensity_nw_per_um2: 490
  power.total_w: 0.00202
timing:
  relSlewSlack_pct: 51.1
  unclocked_regs: 16
  worst_hold_slack_ps: 451
  finClkSkew_ps: 3.25
  period_minus_slack_ps: 2630
  untimed_endpoints: 24
  worstMarginPinSlew_ps: 733
  setup_slack_ps: 375
  finalCritPeriodShare_pct: 87.5
  maxSlewViolCount: 0
  max_freq_mhz: 381
  tns_ps: 0
  hold_violations: 0
  rsz0062_at_grt: "no"
  setup_viol: 0
logic_synthesis:
  ys_warn_count: 2
  ys_area_um2: 3530
  ys_types: 50
  synth.yosys.seq_area_share_pct: 52.6
  avgSynthCellArea_um2: 10.1
  syn-cell-area_um2: 3530
  ys_cells: 349
  synthCells: 349
  synth_flops: 74
  synth-main-ff-cell: "edfxtp_1"
  edf_count: 33
  async_flop_share_pct: 12.2
die:
  io_pins: 10
  row_count: 39
  core_area_um2: 11400
  chip_area_um2: 12200
  fp_util_pct: 30.9
  die-width_um: 110
  die-height_um: 110
route:
  drt_first_pass_iters: 4
  antenna_left: 0
  wl_um: 5710
  antennaDiodeCount: 0
  vias: 2465
  via_per_inst: 4.72
  drc: 0
  drtIter0Drc: 77
  wl_per_cell_um: 10.9
setup_path:
  r2r_start: "counter_clk_1hz[17]$_SDFFCE_PP0N_"
  reg2reg_depth: 5
  critPathBufInv: 1
  cp-start-kind: "flop"
  critPathMaxFanout: 20
  crit_chain: "or3b_2 -> a2111oi_0 -> a221o_1 -> buf_4 -> a21oi_1"
  cp.required_ps: 3060
  timing.rr.end: "counter_clk_1hz[20]$_SDFFCE_PP0N_"
  endpoint_kind: "flop"
  arrival_ps: 2680
  crit_family: "AND-OR/OR-AND gates"
  max_stage_delay_ps: 690
  critPathKind: "flop to flop"
  r2r_slack_ps: 370
  worst_path_max_delay_cell: "a221o_1"
cts:
  cts_tree: "done"
  clock.latency.late_pin_ps: 320
  cts_setup_buffers: 0
  cts-buffers-inserted: 9
  cts-htree-levels: 3
  root_buffer: "clkbuf_16"
  cts_buffer_depth: 2
  cts_resized: 0
  path_clk_slew_ps: 50
  cts_hold_buf: 0
status:
  status: "finished, final reports clean"
flow_run:
  cap_violations: 0
  warnings: 33
placement:
  place_congestion: 0.798
  dp_hpwl_um: 3870
  portBuffers: 9
  post-place-ws_ps: 378
finish:
  area_growth_pct: 16.6
  final_util_pct: 36.0
  drive_above_1_share_pct: 7.65
hold_path:
  hold_end: "counter_clk_1k[0]$_SDFF_PP0_"
  hp-start: "counter_clk_1k[0]$_SDFF_PP0_"
  min_path_cells: 1
  min_path_type: "flop to flop"
## Yosys cell counts (all sizes together), types with 2 or more instances
master,number,area share [%]
clkbuf,7,0.75
nor4,11,2.0
o22ai,3,0.53
dfxtp,32,18
nand3b,2,0.43
ha,12,4.3
or4,5,1.1
mux2,2,0.64
nand2b,4,0.71
buf,5,1.2
xnor2,21,5.2
xor2,10,2.5
and3,2,0.35
nand2,23,2.4
dfrtp,9,6.4
or2,2,0.35
edfxtp,33,28
nand4,9,1.8
nor2b,2,0.35
nand3,14,2.0
o31ai,3,0.64
nor3,9,1.3
o22a,2,0.50
inv,17,1.8
o211ai,2,0.43
a21oi,22,3.5
o21ai,14,2.0
or3,9,1.6
nor2,45,4.8
## layout by cell type (no fill, tap or decap), types with 5 or more instances in the layout
cell type         n
nand3_1          14
o21ai_0          14
edfxtp_1         33
dfrtp_1           9
or4_1             5
nor4_1           11
xnor2_1          21
nand2_1          23
nor2_1           45
clkbuf_16        10
conb_1           16
xor2_1           10
nand4_1           8
inv_1            17
dfxtp_1          32
or3_1             9
nor3_1            9
clkdlybuf4s50_1   9
ha_1             12
a21oi_1          18
## worst max path at each step
stage | cells after the start | endpoint | slack (ps) | start
5_1_grt | 5 | counter_clk_1hz[22]$_SDFFCE_PP0N_ | 190 | counter_clk_1hz[17]$_SDFFCE_PP0N_
6_report | 5 | counter_clk_1hz[20]$_SDFFCE_PP0N_ | 370 | counter_clk_1hz[17]$_SDFFCE_PP0N_
4_1_cts | 5 | counter_clk_1hz[20]$_SDFFCE_PP0N_ | 380 | counter_clk_1hz[17]$_SDFFCE_PP0N_
## power breakdown
part | total [W] | switching (W) | internal [W]
clock network | 0.00103 | 0.000339 | 0.000691
logic | 0.0000368 | 0.0000229 | 0.0000139
registers | 0.000949 | 0.0000325 | 0.000917
## cells by family after synthesis
group | Yosys count | share of synthesized area (%)
and+or+nand+nor | 141 | 20.0
other | 1 | 0.106
AOI/OAI and AO/OA | 58 | 10.7
xor gates and xnor gates | 31 | 7.70
muxes | 3 | 0.922
DFF | 74 | 52.6
buffers and inverters | 29 | 3.72
adders and majority gates | 12 | 4.26
## worst reg2reg max path: stages (launching register included)
cell and delay (ps):
edfxtp_1 470, or3b_2 470, a2111oi_0 390, a221o_1 690, buf_4 290, a21oi_1 50
## sequential cells by signal, indices dropped and copies added (netlist names)
name,count
clk_1hz,1
u_digit_tens.r_q,4
r_digit_sel,1
counter_clk_1k,24
u_digit_ones.r_q,4
r_digit_pins,7
counter_clk_1hz,32
clk_1k,1
## routing by layer
metal | share of wire, % | up-vias
met5 | 0 | -
met4 | 1.9 | 0
met3 | 4.1 | 8
met2 | 43 | 47
met1 | 51 | 1120
li1 | - | 1290
## per-stage QoR
step           instance area [um^2]  std cells
6_report                       4110        522
5_1_grt                        4110        522
4_1_cts                        4110        522
3_5_place_dp                   3800        506
3_3_place_gp                   3800        506
2_1_floorplan                  3580        364
## final cells by class
type / instances / area, um^2
Tap cell: 143 / 179
Inverter: 17 / 63.8
Sequential cell: 74 / 1860
Clock inverter: 6 / 61.3
Clock buffer: 10 / 250
Fill cell: 1104 / 7310
Timing Repair Buffer: 11 / 105
Multi-Input combinational cell: 261 / 1600
No activity file was given, so power comes from the tool's default toggle rates.
